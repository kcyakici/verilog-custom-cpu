--- flow/design.v ---
module alu32_modified(alu_out, a, b, zout, alu_control, overflow);
output reg [31:0] alu_out;
input [31:0] a,b;
input [2:0] alu_control;
reg [31:0] less;
output zout, overflow;
reg zout, overflow;
always @(a or b or alu_control)  
begin
	case(alu_control)
		3'b010: begin alu_out = a+b;  
				overflow = ((a[31])&(b[31])&(~alu_out[31]) | (~(a[31])&~(b[31])&alu_out[31]));
			end
		3'b110: begin alu_out = a+1+(~b);  
				overflow = (a[31]&~b[31]&(~alu_out[31]) | (~(a[31])&(b[31])&alu_out[31]));
			end
	3'b111: begin less = a+1+(~b);  
			if (less[31]) alu_out = 1;
			else alu_out=0;
		end
		3'b000: alu_out = a & b;  
		3'b001: alu_out = a | b;  
		3'b011: alu_out = a ^ b;  
		3'b100: alu_out = ~(a|b);  
		default: alu_out = 31'bx;
	endcase
zout = ~(|alu_out);
end
endmodule
--- flow/run.sh ---
#!/bin/bash
# OpenROAD 26Q1-2900-gdf79404cd8, Yosys 0.63+post, stock flow scripts
make -C /OpenROAD-flow-scripts/flow DESIGN_CONFIG=/design/flow/config.mk WORK_HOME=/design/flow/orfs finish
--- flow/config.mk ---
export PLATFORM = sky130hd
export DESIGN_NAME = alu32_modified
export DESIGN_NICKNAME = alu32_modified
export VERILOG_FILES = /design/flow/design.v
export SDC_FILE = /design/flow/constraint.sdc
export NUM_CORES = 4
export LEC_CHECK = 1
export CORE_UTILIZATION = 30
--- flow/constraint.sdc ---
current_design alu32_modified

set clk_period 16.5
set clk_io_pct 0.2

create_clock -name clk0 -period $clk_period

set non_clock_inputs [all_inputs -no_clocks]
set_input_delay [expr $clk_period * $clk_io_pct] -clock clk0 $non_clock_inputs
set_output_delay [expr $clk_period * $clk_io_pct] -clock clk0 [all_outputs]
==> out/metrics.yaml <==
outcome: "finished clean"
drive_above_1_share_pct: 3.78
io_buffers: 101
log.warning_count: 107
grt_first_pass_wirelength_um: 35700
ant_nets: 0
report.final.hold_viol_count: 0
synth-edff-count: 0
gr-usage-all-layers_pct: 22.5
grt_start_max_net_pins: 62
slew_viol_final: 0
crit_fanout: 15
areaGrowthSynthToFinish_pct: 19.3
via_per_inst: 5.69
worstMarginPinSlew_ns: 0.899
untimed_endpoints: 2
crit_buf_inv: 3
num_vias: 7079
hold_slack_ns: 7.49
rows: 51
p_per_area_mw_per_mm2: 35.1
grt-busiest-layer: "met1"
drc_errors: 0
yosys_area_mm2: 0.00599
fin_crit_sh_pct: 72.2
crit_path_cell_trace: "clkdlybuf4s50_1 -> inv_1 -> ha_1 -> nor4_1 -> o2111ai_1 -> a31oi_1 -> nor2_1 -> o211ai_1 -> mux2i_1 -> o221ai_1 -> nor4_1 -> nand4_1 -> nor4bb_1 -> clkdlybuf4s50_1"
place_area_mm2: 0.00715
max-cap-violations: 0
max-vdd-ir-drop_uv: 12.5
synthFlopType: "dlxtn_1"
antenna_found_initial: 0
fin_setup_tns_ns: 0
cp_data_arrival_time_ns: 8.62
hold_start: "alu_control[2]"
hold_path.class: "primary input to primary output"
final_area_mm2: 0.00715
n_antenna_cell: 0
use_met2_pct: 34.1
die_area_mm2: 0.0205
drtIter0Drc: 606
core-area_mm2: 0.0195
unclocked_regs: 1
period_minus_slack_ns: 11.92
worst_path_max_delay_cell: "nor4_1"
grt_setup_unrepaired: "no"
crit_path_end_kind: "primary output"
cp.required_ns: 13.20
met1_usage_pct: 34.1
drt-pass1-iter-count: 7
crit_type: "primary input to primary output"
die_h_um: 143
cts.repair.resized: 0
syn_inst: 927
grt_pass1_vias: 6402
setup_viol_count_final: 0
drt_wl_total_um: 23000
finalPower_mw: 0.251
wl_per_cell_um: 18.5
crit_family: "simple AND/OR/NAND/NOR gates"
holdBufCountCts: 0
post_cts_buffers: 0
relSlewSlack_pct: 39.4
synthArstFlopShare_pct: 0
die_w_um: 143
netlist_area_mm2: 0.00599
max_stage_delay_ns: 0.75
grt_overflow: 0
syn_area_per_cell_um2: 6.46
ioPinCount: 101
ys.flops: 1
grtUsageMet3_pct: 2.04
fp_util_pct: 30.7
synth_cell_types: 82
yosysWarnings: 1
p_leak_nw: 3.02
hpwlAfterDp_um: 17700
max_freq_mhz: 83.9
largest_register_ffs: 1
synth_stat.cells: 927
place_congestion: 0.983
startpoint_type: "primary input"
crit_path_start: "a[9]"
-- tightest hold or removal path, cell delays in order --
cell and delay, ns:
buf_2 0.19, a21oi_1 0.16, o221ai_1 0.12, clkdlybuf4s50_1 0.42
-- cell usage after synthesis (all sizes together), types with 4 or more instances --
| cell | number | area [µm²] |
|---|---|---|
| a21oi | 95 | 479 |
| or4 | 4 | 30.0 |
| or3 | 7 | 43.8 |
| and2 | 4 | 25.0 |
| nand2 | 71 | 267 |
| inv | 96 | 363 |
| o22ai | 4 | 25.0 |
| o221a | 6 | 67.6 |
| a21boi | 5 | 37.5 |
| nor3 | 22 | 115 |
| a22oi | 14 | 105 |
| clkbuf | 29 | 109 |
| xor2 | 4 | 35.0 |
| xnor2 | 13 | 114 |
| o211ai | 13 | 97.6 |
| a31o | 4 | 35.0 |
| a21o | 17 | 128 |
| nor3b | 5 | 37.5 |
| a211oi | 21 | 158 |
| o21ai | 65 | 329 |
| o31ai | 15 | 113 |
| or2 | 5 | 31.3 |
| a2111oi | 6 | 52.6 |
| nor2 | 90 | 340 |
| a31oi | 12 | 75.1 |
| nor2b | 13 | 81.3 |
| nand4 | 13 | 81.3 |
| and3 | 5 | 31.3 |
| nand3 | 24 | 120 |
| ha | 107 | 1340 |
| nor4 | 13 | 87.6 |
| o21bai | 9 | 78.8 |
| mux2i | 12 | 120 |
| o21a | 8 | 60.1 |
| o221ai | 17 | 155 |
| buf | 26 | 125 |
| nand2b | 5 | 31.3 |
-- final cells by class --
class	count	area, µm²
fill	2111	12400
inverter	96	363
multi-input combinational	775	5380
sequential	1	15.0
tap	265	332
timing repair buffer	108	1060
-- power breakdown --
group	switching [mW]	internal [mW]
clock	0	0
sequential	0.0000588	0.000445
combinational	0.145	0.106
total	0.145	0.106
-- metal layers --
metal | vias up | part of all wire [%]
met5 | - | 0
met4 | 0 | 2.5
met3 | 41 | 8.1
met2 | 352 | 42
met1 | 3182 | 47
li1 | 3504 | -
-- per-stage QoR --
| step | instances | util [%] | worst slack (ns) |
|---|---|---|---|
| final | 1245 | 36.6 | 4.58 |
| after global routing | 1245 | 36.6 | 4.38 |
| after CTS | 1245 | 36.6 | 4.75 |
| after detailed placement | 1245 | 36.6 | 4.76 |
| after global placement | 1245 | 36.6 | 4.73 |
| after floorplan | 927 | - | 6.93 |
-- cells in the final DEF, fill, tap and decap left out, types with 4 or more instances in the layout --
cell             count
a31oi_1             12
a21o_1              17
nand3_1             24
and2_1               4
or3_1                7
o31ai_1             15
inv_2                6
nor4_1              12
nor3_1              21
xnor2_1             13
o21ai_1             11
nand2_1             71
o22ai_1              4
o21a_1               8
buf_4                7
or2_2                4
a21oi_1             94
o221a_2              5
and3_1               5
inv_1               89
nor3b_1              5
a2111oi_0            6
nor2_1              89
nand4_1             13
o221ai_1            16
a211oi_1            21
ha_1               107
o21ai_0             53
xor2_1               4
nand2b_1             5
a21boi_1             4
o21bai_1             8
mux2i_1             12
a22oi_1             14
or4_1                4
nor2b_1             13
clkdlybuf4s50_1    100
o211ai_1            13
-- logic make-up (layout without fill, tap and decap cells) --
family | after synthesis | count (layout) | synth area share (%)
fa+ha+maj | 109 | 109 | 23.0
latches | 1 | 1 | 0.251
compound gates | 348 | 348 | 39.1
xor+xnor | 17 | 17 | 2.49
buf+inv | 151 | 204 | 9.96
mux | 12 | 12 | 2.01
simple gates | 289 | 289 | 23.2
-- worst paths after layout --
check                    end  cells past startpoint  slack [ns]
setup / recovery        zout                     14        4.58
hold / removal    alu_out[3]                      4        7.49
No activity file was given, so power comes from the tool's default toggle rates.
